==> config.mk <==
export PLATFORM = sky130hd
export DESIGN_NAME = LDL_parity_add
export DESIGN_NICKNAME = LDL_parity_add
export VERILOG_FILES = /design/flow/design.v
export SDC_FILE = /design/flow/constraint.sdc
export NUM_CORES = 4
export LEC_CHECK = 1
export CORE_AREA = 10 10 494 494
export DIE_AREA = 0 0 504 504
==> constraint.sdc <==
current_design LDL_parity_add

set clk_period 21.0
set clk_io_pct 0.2

create_clock -name clk0 -period $clk_period [get_ports {clk}]

set non_clock_inputs [all_inputs -no_clocks]
set_input_delay [expr $clk_period * $clk_io_pct] -clock clk0 $non_clock_inputs
set_output_delay [expr $clk_period * $clk_io_pct] -clock clk0 [all_outputs]
==> design.v <==
module  LDL_parity_add
#(
    parameter   PAR_BYTES   = 4
   ,parameter   DATA_WIDTH  = 256
   ,parameter   USER_WIDTH  = 6+1  
   ,parameter   FLOW_NUM    = 8
   ,parameter   LENGTH_BITS = 15
   ,parameter   PAR_BITS    = PAR_BYTES * 8
)(
    input           clk
   ,input           rst
   ,input           en       
   ,input           eop_in
   ,input           vld_in
   ,input       [LENGTH_BITS -1:0]      leng_in
   ,input       [$clog2(FLOW_NUM) -1:0] port_in
   ,input       [USER_WIDTH  -1:0]      user_in
   ,input       [DATA_WIDTH  -1:0]      din
   ,output reg  [DATA_WIDTH  -1:0]      dout
   ,output reg  [LENGTH_BITS -1:0]      leng_out
   ,output reg  [USER_WIDTH  -1:0]      user_out
   ,output reg      vld_out
   ,output reg      eop_out
   ,output          ready
   ,output reg  [FLOW_NUM -1:0][PAR_BITS -1:0]  parity
);
localparam  BYTE_NUM = DATA_WIDTH / 8;
localparam  BYTE_NUM_1 = BYTE_NUM - PAR_BYTES;  
localparam  WORD_NUM   = DATA_WIDTH / PAR_BITS;
localparam  BNUM_BITS  = $clog2(BYTE_NUM);
reg  [DATA_WIDTH -1:0]  nx_data, nx_par;
reg     nx_eop;
reg  [FLOW_NUM -1:0]  sop;
wire [BNUM_BITS -1:0] bnum = leng_in[BNUM_BITS -1:0];
reg  [BNUM_BITS -1:0] eop_st;
assign  ready = (eop_st == 0);
reg  [$clog2(FLOW_NUM) -1:0] port_out;
reg  [2*PAR_BITS  -1:0] par_shift;
always @* begin
    nx_eop =  0;
    nx_par = '1;
    if (eop_in && (bnum >0) )
        nx_par = nx_par << (8*(BYTE_NUM - bnum) );
    nx_data = nx_par & din;
    nx_par[PAR_BITS -1:0] = sop[port_in] ? '1 : parity[port_in];
    for (int i=0; i<WORD_NUM; i++)
        nx_par[PAR_BITS -1:0] = nx_par[PAR_BITS -1:0] ^  nx_data[i*PAR_BITS +: PAR_BITS];
    if (eop_in && (bnum >0) ) begin
        par_shift =  {nx_par[PAR_BITS -1:0], nx_par[PAR_BITS -1:0]} << (bnum[$clog2(PAR_BYTES) -1:0] * 8);
        if (bnum > BYTE_NUM_1)begin
            nx_data = nx_data |  {'0, (par_shift[PAR_BITS +: PAR_BITS] >> ((bnum-BYTE_NUM_1)*8) ) };
        end
        else begin
            nx_data = nx_data | ({'0, par_shift[PAR_BITS +: PAR_BITS]} << ((BYTE_NUM_1-bnum)*8) );
            nx_eop = 1;
        end
    end
    if (eop_st)begin
        nx_data[DATA_WIDTH -1 -: PAR_BITS] = parity[port_out];
        nx_eop  = 1;
    end
end
always @(posedge clk)begin
    if (rst)begin
        port_out <=  '0;
        user_out <=  '0;
        dout     <=  '0;
        leng_out <=  '0;
        vld_out  <=  '0;
        eop_out  <=  '0;
        eop_st   <=  '0;
        parity   <=  '0;
    end
    else if (~en) begin
        user_out <= user_in;
        dout     <= din;
        leng_out <= leng_in;
        vld_out  <= vld_in;
        eop_out  <= eop_in;
    end
    else if (eop_st) begin
        eop_st   <=  '0;
        dout     <=  nx_data;
        eop_out  <=  nx_eop;
    end
    else if (vld_in) begin
        port_out <= port_in;
        user_out <= user_in;
        dout     <= nx_data;
        leng_out <= leng_in + PAR_BYTES;
        vld_out  <= eop_st || vld_in;
        eop_out  <= nx_eop;
        eop_st   <= eop_in ? (bnum > BYTE_NUM_1 || bnum == 0) : 0;
        if (!eop_st)
            parity[port_in] <= nx_par[PAR_BITS -1:0];
    end
    else begin
        vld_out  <=  '0;
        eop_out  <=  '0;
    end
end
always @(posedge clk) begin
    if (rst)
        sop <= '1;
    else if (eop_out && vld_out)
        sop[port_out] <= 1;
    else if (vld_in)
        sop[port_in]  <= 0;
end
endmodule  
==> run.sh <==
#!/bin/bash
# OpenROAD 26Q1-2900-gdf79404cd8, Yosys 0.63+post, stock flow scripts
make -C /OpenROAD-flow-scripts/flow DESIGN_CONFIG=/design/flow/config.mk WORK_HOME=/design/flow/orfs finish
==> impl_metrics.toml <==
# flow metrics
[critical_path]
slowest_delay_ps = 930
rr_startpoint = "sop[7]$_SDFFE_PP1P_"
reg2reg_depth = 14
crit_type = "input pin to flop"
crit_path_start = "leng_in[1]"
slowest_stage = "a22oi_2"
worst-endpoint-required_ps = 21560
reg2reg_slack_ps = 15430
rr_endpoint = "dout[226]$_SDFFE_PP0P_"
crit_fanout = 32
critPathCaptureType = "flop"
path_cells = "buf_2 > clkinv_1 > buf_4 > ha_1 > and2_1 > ha_1 > clkinv_1 > a22oi_2 > o21ai_2 > nand2_1 > xnor2_1 > xnor2_1 > xnor3_1 > a22oi_1 > a21oi_1 > buf_4 > a221oi_1 > nor3_1"
cp.arrival_ps = 11960
cp-start-kind = "input pin"

[power_and_ir_drop]
vdd_ir_drop_max_mv = 0.05837
p_leak_nw = 17.53
pwr-share-comb_pct = 38.9
seq_power_share_pct = 27.5
power_density_mw_per_mm2 = 84.93
finalPower_w = 0.004150
intPower_w = 0.002381
power.switching_w = 0.001770
swShare_pct = 42.64
p_clk_share_pct = 33.6

[sta]
max_clock_freq_ghz = 0.08772
fin_crit_ps = 11400
hold_violations = 0
rsz0062_at_grt = "false"
whs_ps = 448.7
fin_crit_sh_pct = 54.28
drv_slew = 0
fin_worst_skew_ps = 48.86
fin_ws_ps = 9601
tightest_slew_ps = 1298
max_slew_margin_pct = 13.44
fin_setup_tns_ps = 0
setup_violations = 0

[hold_path]
hold_path_depth = 2
hold_path_class = "flop to flop"
min_to = "dout[5]$_SDFFE_PP0P_"
min_from = "dout[5]$_SDFFE_PP0P_"

[logic_synthesis]
syn_avg_cell_area_um2 = 8.299
edf_count = 0
netlist_instances = 4050
topCellsByArea = "dfxtp_1, nor2_1, a22oi_1"
yosysCellCount = 4050
synth_cell_types = 96
syn_area_mm2 = 0.03361
yosys-stat-area_mm2 = 0.03361
ys_warn_count = 1
yosysTopAreaCellShare_pct = 32.64
synth_top_cell_by_area = "dfxtp_1"
postSynthSeqShare_pct = 32.64
async_reset_ff_share_pct = 0
ys.flop_type = "dfxtp_1"
ys_ff = 548

[die]
coreArea_mm2 = 0.2328
die_area_mm2 = 0.2540
io_pins = 823
rows = 177
fp_util_pct = 14.44
die_width_um = 504
fp.dieH_um = 504

[run_status]
status = "finished, final reports clean"

[place]
numPlacedInstances = 7889
place.gp.congestion = 1.039
port_buffers = 822
dp_hpwl_mm = 245.0
dp_slack_ps = 9262

[clocking]
h-tree-depth = 3
cts_buffer_depth = 3
clock_latency_ps = 750
clk_pin_slew_ps = 60
cts_made_buffers = 74
cts_sinks = 548
root_buffer = "clkbuf_16"
cts_tree = "done"
cts_setup_buffers = 0
cts_hold_repair.buffers = 0
cts_resized = 0

[run]
max_cap_viol_count = 0
warnings = 37

[final_layout]
drive_gt1_share_pct = 11.94
syn_to_final_growth_pct = 45.39
fin_cells = 8048
nFillCells = 25487
seq_area_mm2 = 0.01098
combGateArea_mm2 = 0.02121

[grt]
antenna_found_initial = 68
grt_pass1_wl_mm = 394.0
grt_pass1_vias = 38160
grt_max_degree = 77
grt_use_total_pct = 23.33
grt-ovfl-total = 0

[drt]
detail_route.wl_per_cell_um = 38.01
wirelength_mm = 305.9
first_iter_violations = 4775
first_pass_iters = 6
drc = 0
routed_via_density = 5.026
via_count = 40453
antenna_left = 0
==> synthesized netlist by cell type (10+ instances only) <==
cell type	count
mux2_2	31
and3_1	13
mux2i_1	99
a31oi_1	16
a211oi_1	34
buf_4	16
nand2_1	415
a221o_1	49
xnor3_1	47
xor2_1	44
nand4_1	21
nor3_1	202
buf_2	27
nor2_1	635
and2_1	26
buf_1	20
dfxtp_1	548
nor4_1	38
nor2b_1	21
clkbuf_1	280
o211ai_1	10
a22oi_1	284
nand3_1	128
a22o_1	19
xnor2_1	93
o221ai_1	18
o21ai_1	13
mux4_2	90
nand2b_1	11
or2_2	14
a21o_1	30
a311oi_1	17
o21ai_0	140
inv_1	24
a21oi_1	165
o22ai_1	53
o2bb2ai_1	11
a221oi_1	161
ha_1	21
==> layer usage <==
metal	vias up	wire (µm)	track usage, %
met4	24	11670	7.017
met3	470	42720	12.59
met1	20261	114100	27.96
li1	16745	-	-
met2	2953	137200	36.05
met5	-	165	0.09381
==> metrics by stage <==
stage	util (%)	instance area [µm²]
floorplan	-	33610
global placement	19.84	46170
detailed placement	19.84	46180
CTS	20.97	48810
global route	20.98	48830
finish	21.00	48870
==> logic make-up (layout without fill, tap and decap cells) <==
kind of cell | after synthesis | in the layout | synth area share, %
other cells | 0 | 24 | 0
xor+xnor | 192 | 192 | 7.173
simple gates | 1563 | 1563 | 20.38
buf+inv | 378 | 1220 | 4.616
fa+ha+maj | 29 | 29 | 1.020
mux | 222 | 222 | 10.13
compound gates | 1118 | 1118 | 24.04
flops | 548 | 548 | 32.64
==> cells in the final DEF, fill, tap and decap left out, drive strengths merged, types with 49 or more instances in the layout <==
cell,count
a21oi,169
a221o,49
a221oi,162
a22oi,285
buf,241
clkbuf,96
clkdlybuf4s50,815
dfxtp,548
mux2i,101
mux4,90
nand2,416
nand3,128
nor2,636
nor3,204
o21ai,162
o22ai,53
xnor2,97
==> worst max-delay path, delay by kind of cell <==
| family | cells | cell delay (ps) |
|---|---|---|
| xor gates and xnor gates | 3 | 1300 |
| buffers and inverters | 5 | 2090 |
| AOI/OAI and AO/OA | 5 | 2680 |
| adders and majority gates | 2 | 990 |
| and+or+nand+nor | 3 | 620 |
==> worst max path at each step <==
| stage | endpoint | cells past startpoint | slack (ps) |
|---|---|---|---|
| after CTS | dout[152]$_SDFFE_PP0P_ | 18 | 9970 |
| after global routing | dout[152]$_SDFFE_PP0P_ | 18 | 9720 |
| final | dout[152]$_SDFFE_PP0P_ | 18 | 9600 |
==> power by group through the flow <==
| stage | Combinational [W] | Clock, W | Sequential, W |
|---|---|---|---|
| finish | 0.00161 | 0.00139 | 0.00114 |
| global route | 0.00164 | 0.00145 | 0.00115 |
| CTS | 0.00156 | 0.00141 | 0.00114 |
==> layout make-up <==
| type | count | area share (%) |
|---|---|---|
| Timing Repair Buffer | 1056 | 20.39 |
| Clock buffer | 96 | 4.184 |
| Tap cell | 3132 | 8.019 |
| Clock inverter | 39 | 1.196 |
| Antenna cell | 24 | 0.1229 |
| Multi-Input combinational cell | 3124 | 43.40 |
| Sequential cell | 548 | 22.46 |
| Inverter | 29 | 0.2228 |
==> state kept, by name (all words and copies together) (netlist names) <==
name,cells
user_out,7
parity,256
dout,256
vld_out,1
eop_st,1
eop_out,1
leng_out,15
sop,8
port_out,3
Power figures rest on the tool's default switching activity, not on a simulated workload.
