==> flow/design.v <==
module  LDL_bin2hot_v1
#(parameter
    BIN_WIDTH =  8
   ,HOT_WIDTH = (1<<BIN_WIDTH)
)(
     input                         en
   , input       [BIN_WIDTH -1:0]  x
   ,output reg   [HOT_WIDTH -1:0]  y
);
always @* begin
    y = {HOT_WIDTH{1'b0}};
    if (en) y[x] = 1'b1;
end
endmodule  
module  LDL_hot2bin_pri_v1
#(parameter
    BIN_WIDTH =  4
   ,HOT_WIDTH = (1 << BIN_WIDTH)
)(
     input       [HOT_WIDTH -1:0]  x
   ,output reg   [BIN_WIDTH -1:0]  y
   ,output                         valid
);
always @* begin
    y = {BIN_WIDTH{1'b0}};
    for (int j=HOT_WIDTH -1; j>=0; j--)  
        if (x[j]) begin
            y = j[BIN_WIDTH -1:0];
        end
end
assign  valid =  |x;
endmodule  
module  LDL_rr_pri_v1
#(parameter
    BIN_WIDTH  =  3
   ,COS_WIDTH  =  2
   ,USER_WIDTH =  1
   ,REQ_WIDTH  = (1 << BIN_WIDTH)
)(
     input                          clk
   , input                          rst
   , input       [REQ_WIDTH -1:0]   req
   , input       [REQ_WIDTH -1:0][ COS_WIDTH -1:0]  icos   
   , input       [REQ_WIDTH -1:0][USER_WIDTH -1:0]  iuser
   , input                          ready
   ,output       [REQ_WIDTH -1:0]   ack
   ,output       [BIN_WIDTH -1:0]   bin
   ,output                          valid
   ,output reg   [USER_WIDTH -1:0]  ouser
   ,output reg   [ COS_WIDTH -1:0]  ocos
);
reg  [COS_WIDTH -1:0]  max_cos;
reg  [REQ_WIDTH -1:0]  max_req;
reg  [REQ_WIDTH -1:0][USER_WIDTH + COS_WIDTH -1:0]  iuser_t;
always @* begin
    max_cos = {COS_WIDTH{1'b0}};
    for(int i=0; i<REQ_WIDTH; i++) begin
        if (req[i] && (icos[i]>max_cos) )
            max_cos = icos[i];
    end
    for(int i=0; i<REQ_WIDTH; i++) begin
        max_req[i] = req[i];
        if (icos[i]<max_cos)
            max_req[i] = 1'b0;
    end
    for(int i=0; i<REQ_WIDTH; i++) begin
        iuser_t[i] = {icos[i], iuser[i]};
    end
end
wire  [USER_WIDTH + COS_WIDTH -1:0]  ouser_t;
LDL_rr_v1 #(
        .BIN_WIDTH              ( BIN_WIDTH              ),
        .USER_WIDTH             ( USER_WIDTH + COS_WIDTH )
    )
    round (
        .clk                    ( clk                    ),  
        .rst                    ( rst                    ),  
        .req                    ( max_req                ),  
        .iuser                  ( iuser_t                ),  
        .ready                  ( ready                  ),  
        .ack                    ( ack                    ),  
        .bin                    ( bin                    ),  
        .ouser                  ( ouser_t                ),  
        .valid                  ( valid                  )   
    );
assign  {ocos, ouser} = ouser_t;
endmodule  
module  LDL_rr_v1
#(parameter
    BIN_WIDTH  =  3
   ,USER_WIDTH =  1
   ,REQ_WIDTH  = (1 << BIN_WIDTH)
)(
     input                          clk
   , input                          rst
   , input       [REQ_WIDTH -1:0]   req
   , input       [REQ_WIDTH -1:0][USER_WIDTH -1:0]  iuser
   , input                          ready
   ,output reg                      valid
   ,output       [REQ_WIDTH -1:0]   ack
   ,output reg   [BIN_WIDTH -1:0]   bin
   ,output reg   [USER_WIDTH -1:0]  ouser
);
reg  [REQ_WIDTH -1:0]  msb_mask = {REQ_WIDTH{1'b0}};
always @* begin
    msb_mask = {REQ_WIDTH{1'b1}};
    msb_mask =  msb_mask << (bin + 1'b1);
end
reg  [REQ_WIDTH -1:0]  lsb_mask = {REQ_WIDTH{1'b0}};
always @* begin
    lsb_mask = ~msb_mask;
    lsb_mask[bin] =  ~valid;  
end
wire [BIN_WIDTH -1:0]  msb_bin, lsb_bin, nx;
wire                   msb_vld, lsb_vld;
LDL_hot2bin_pri_v1 #(
        .BIN_WIDTH              ( BIN_WIDTH              )
    )
    msb_pri (
        .x                      ( req & msb_mask         ),  
        .y                      ( msb_bin                ),  
        .valid                  ( msb_vld                )   
    );
LDL_hot2bin_pri_v1 #(
        .BIN_WIDTH              ( BIN_WIDTH              )
    )
    lsb_pri (
        .x                      ( req & lsb_mask         ),  
        .y                      ( lsb_bin                ),  
        .valid                  ( lsb_vld                )   
    );
wire  vld = msb_vld | lsb_vld;
assign nx = msb_vld ? msb_bin : lsb_bin;
always @(posedge clk, posedge rst)
begin
    if (rst) begin
        valid <=  1'b0;
        bin   <= { BIN_WIDTH{1'b0}};
        ouser <= {USER_WIDTH{1'b0}};
    end
    else if (~valid || ready) begin
        valid <= vld;
        if (vld) begin  
            bin <= nx;
            ouser <= iuser[nx];
        end
    end
end
LDL_bin2hot_v1 #(
        .BIN_WIDTH              ( BIN_WIDTH              ) 
    )
    bin2hot (
        .en                     ( valid                  ),  
        .x                      ( bin                    ),  
        .y                      ( ack                    )   
    );
endmodule  
==> flow/run.sh <==
#!/bin/bash
# OpenROAD 26Q1-2900-gdf79404cd8, Yosys 0.63+post, stock flow scripts
make -C /OpenROAD-flow-scripts/flow DESIGN_CONFIG=/design/flow/config.mk WORK_HOME=/design/flow/orfs finish
==> flow/config.mk <==
export PLATFORM = sky130hd
export DESIGN_NAME = LDL_rr_pri_v1
export DESIGN_NICKNAME = LDL_rr_pri_v1
export VERILOG_FILES = /design/flow/design.v
export SDC_FILE = /design/flow/constraint.sdc
export NUM_CORES = 4
export LEC_CHECK = 1
export CORE_AREA = 10 10 107 107
export DIE_AREA = 0 0 117 117
==> flow/constraint.sdc <==
current_design LDL_rr_pri_v1

set clk_period 4.2
set clk_io_pct 0.2

create_clock -name clk0 -period $clk_period [get_ports {clk}]

set non_clock_inputs [all_inputs -no_clocks]
set_input_delay [expr $clk_period * $clk_io_pct] -clock clk0 $non_clock_inputs
set_output_delay [expr $clk_period * $clk_io_pct] -clock clk0 [all_outputs]
==> load_flow_metrics.sql <==
-- implementation run metrics
INSERT INTO impl_metrics (metric_group, metric, value, unit) VALUES
('status', 'status', 'complete, but fails checks', ''),
('status', 'violations', 'setup timing', ''),
('global_routing', 'grt_util_overall', '11.5', '%'),
('placement', 'globalplace.congestion', '1.03', ''),
('critical_path', 'timing.critical_path.slowest_stage_cell', 'sky130_fd_sc_hd__a211oi_1', ''),
('power_and_ir_drop', 'netSwitchingFraction', '44.2', '%'),
('yosys', 'synth_flop_count', '7', ''),
('sta', 'timing.final.crit_share', '231', '%'),
('drt', 'dr_total_vias', '2767', ''),
('drt', 'drt_first_iter_violations', '118', ''),
('sta', 'worst-slew-pin-transition', '597', 'ps'),
('critical_path', 'cp_data_required_time', '4310', 'ps'),
('placement', 'detailedPlacementHpwl', '6560', 'um'),
('clock_network', 'cts_max_level', '1', ''),
('yosys', 'enable_flop_cells', '0', ''),
('sta', 'slew_violations', '0', ''),
('power_and_ir_drop', 'static-leakage-power', '1.76', 'nW'),
('yosys', 'syn-instance-count', '281', ''),
('critical_path', 'critPathBufInv', '7', ''),
('job', 'maxCapViolations', '0', ''),
('critical_path', 'cpPeakStageDelay', '460', 'ps'),
('power_and_ir_drop', 'share_clk_of_total_power', '3.9', '%'),
('power_and_ir_drop', 'worst_ir_drop_vdd', '0.454', 'mV'),
('critical_path', 'timing.critical_path.fanout_max', '4', ''),
('yosys', 'ys_chip_area', '0.00209', 'mm2'),
('clock_network', 'clock_sink_count', '7', ''),
('clock_network', 'tritoncts_clock_tree', 'done', ''),
('drt', 'drc', '0', ''),
('die', 'core', '0.00920', 'mm2'),
('drt', 'post_dr_wirelength_cell', '14.9', 'um'),
('die', 'fp.dieArea', '0.0137', 'mm2'),
('clock_network', 'clkTransAtPathRegs', '40', 'ps'),
('finish', 'layout.cell_area.non_filler', '0.00404', 'mm2'),
('critical_path', 'r2r.worst_path.cells', '16', ''),
('sta', 'unrepaired_setup_endpoints_after_global_routing', 'yes', ''),
('job', 'total_tool_warning_count', '32', ''),
('critical_path', 'path_class', 'input pin to flip-flop', ''),
('global_routing', 'global_route_wire_length_before_repair', '12900', 'um'),
('critical_path', 'cp.arrival', '9800', 'ps'),
('min_path', 'min_path_cells', '2', ''),
('critical_path', 'rr_startpoint', 'round.bin[0]', ''),
('placement', 'place_area', '0.00345', 'mm2'),
('sta', 'timing.slew.headroom', '59.8', '%'),
('sta', 'setup_viol', '7', ''),
('die', 'row_count', '35', ''),
('finish', 'area_growth_syn_to_fin', '93.3', '%'),
('finish', 'layout.filler_cells', '881', ''),
('sta', 'period_minus_slack', '9700', 'ps'),
('drt', 'drt-pass1-iter-count', '4', ''),
('yosys', 'async_flop_share', '100', '%'),
('critical_path', 'critical_path.reg2reg.endpoint', 'round.ouser[2]', ''),
('critical_path', 'cp_most_frequent_cell', 'sky130_fd_sc_hd__nor2_4', ''),
('clock_network', 'clk_latency', '220', 'ps'),
('sta', 'fmax', '0.103', 'GHz'),
('global_routing', 'grt.overflow.total', '0', ''),
('global_routing', 'largest_net_degree_at_the_start_of_global_routing', '16', ''),
('yosys', 'synth.distinct_cells', '66', ''),
('yosys', 'ys.warnings.count', '4', ''),
('power_and_ir_drop', 'p_seq_share', '6.0', '%'),
('yosys', 'yosys_cell_count', '281', ''),
('die', 'ioPinCount', '50', ''),
('yosys', 'synth_area', '0.00209', 'mm2'),
('die', 'fp.dieW', '117', 'um'),
('sta', 'setup_ws', '-5500', 'ps'),
('power_and_ir_drop', 'pwr-share-comb', '90.1', '%'),
('power_and_ir_drop', 'p_sw', '1.06', 'mW'),
('finish', 'final-instance-count-excl-fill', '554', ''),
('critical_path', 'cp_top_family', 'AND-OR/OR-AND gates', ''),
('clock_network', 'cts_made_buffers', '3', ''),
('finish', 'layout-drive-gt1-share', '46.7', '%'),
('power_and_ir_drop', 'cell_internal_pwr', '1.33', 'mW');
-- stage by stage --
step	TNS, ps	power, mW	hold WS [ps]
finish	-37840	2.39	491
global route	-41490	2.56	523
CTS	-37290	2.16	496
detailed placement	-43640	1.84	479
global placement	-43040	1.83	482
floorplan	-37810	1.19	424
-- power by group through the flow --
| stage | Combinational (mW) | Clock, mW | Sequential, mW |
|---|---|---|---|
| 4_1_cts | 1.93 | 0.0953 | 0.143 |
| 5_1_grt | 2.32 | 0.100 | 0.148 |
| 6_report | 2.15 | 0.0927 | 0.144 |
-- repair_timing --
item | 4_1_cts | 5_1_grt
setup endpoints to repair | 7 | 7
gates cloned | 0 | 2
pin swaps | 55 | 47
gates resized | 54 | 32
hold buffers | 0 | 0
buffers inserted | 20 | 11
hold endpoints to repair | 0 | 0
-- kinds of logic (layout without fill, tap and decap cells) --
logic type	Yosys count	in the layout	synth area share, %
flip-flops	7	7	8.39
AND-OR/OR-AND	99	99	39.6
AND/OR/NAND/NOR	104	105	25.2
XOR/XNOR	4	4	1.68
buffers and inverters	33	194	6.65
multiplexers	17	17	8.69
adder cells (fa/ha/maj)	17	17	9.83
-- routing by layer --
| layer | vias to the layer above | share of wire, % | global-route usage (%) |
|---|---|---|---|
| met2 | 57 | 46 | 18.8 |
| met5 | - | 0 | 0 |
| met1 | 1319 | 50 | 16.6 |
| li1 | 1391 | - | - |
| met4 | 0 | 0 | 0.659 |
| met3 | 0 | 3.8 | 1.34 |
-- synthesized netlist by cell type, types with 4 or more instances --
master                     count  share of area, %
sky130_fd_sc_hd__o22ai_1       8               2.4
sky130_fd_sc_hd__nand2b_1      6               1.8
sky130_fd_sc_hd__ha_1         14               8.4
sky130_fd_sc_hd__mux2_1        4               2.2
sky130_fd_sc_hd__o21ai_0      15               3.6
sky130_fd_sc_hd__clkbuf_1      6               1.1
sky130_fd_sc_hd__o211ai_1      8               2.9
sky130_fd_sc_hd__a21oi_1      12               2.9
sky130_fd_sc_hd__mux2i_1       8               3.8
sky130_fd_sc_hd__mux2_2        5               2.7
sky130_fd_sc_hd__and3_1        6               1.8
sky130_fd_sc_hd__nor3_1        8               1.9
sky130_fd_sc_hd__nand2_1      26               4.7
sky130_fd_sc_hd__nor2_1       28               5.0
sky130_fd_sc_hd__and2_1        8               2.4
sky130_fd_sc_hd__dfrtp_1       7               8.4
sky130_fd_sc_hd__inv_1        23               4.1
sky130_fd_sc_hd__a211oi_1     10               3.6
sky130_fd_sc_hd__nand3_1       6               1.4
-- cell type report --
type	count	area, um2	area share, %
well taps	111	139	3.44
clock buffers	4	45.0	1.12
repair buffers	167	1400	34.6
multi-input cells	242	2190	54.3
inverters	23	88.8	2.20
flip-flops and latches	7	175	4.34
-- flip-flops by register name, summed over array words and instances, names as in the netlist --
name	cells
round.bin	3
round.ouser	3
round.valid	1
-- worst register-to-register path, cell delays in order (launching register included) --
cell,delay (ps)
sky130_fd_sc_hd__dfrtp_1,510
sky130_fd_sc_hd__ha_1,340
sky130_fd_sc_hd__xor2_1,220
sky130_fd_sc_hd__buf_4,170
sky130_fd_sc_hd__nand2b_1,90
sky130_fd_sc_hd__and2_1,210
sky130_fd_sc_hd__nor2_1,100
sky130_fd_sc_hd__nor2_1,50
sky130_fd_sc_hd__a221oi_1,250
sky130_fd_sc_hd__o21ai_2,120
sky130_fd_sc_hd__or3b_4,410
sky130_fd_sc_hd__or2_4,290
sky130_fd_sc_hd__o221ai_4,210
sky130_fd_sc_hd__buf_6,180
sky130_fd_sc_hd__mux2_4,340
sky130_fd_sc_hd__o22ai_4,180
sky130_fd_sc_hd__o31ai_2,90
-- layout by cell type (no fill, tap or decap), types with 3 or more instances in the layout --
cell,synthesis,layout
sky130_fd_sc_hd__a31oi_1,3,3
sky130_fd_sc_hd__inv_1,23,20
sky130_fd_sc_hd__buf_4,0,112
sky130_fd_sc_hd__o21a_1,3,3
sky130_fd_sc_hd__nor3_1,8,7
sky130_fd_sc_hd__clkbuf_8,0,3
sky130_fd_sc_hd__clkdlybuf4s50_1,0,43
sky130_fd_sc_hd__o31ai_2,3,4
sky130_fd_sc_hd__o211ai_1,8,8
sky130_fd_sc_hd__ha_1,14,9
sky130_fd_sc_hd__buf_6,0,7
sky130_fd_sc_hd__nand2_1,26,24
sky130_fd_sc_hd__mux2_4,0,4
sky130_fd_sc_hd__o22ai_2,0,5
sky130_fd_sc_hd__mux2i_1,8,6
sky130_fd_sc_hd__and2_1,8,6
sky130_fd_sc_hd__o21ai_1,0,4
sky130_fd_sc_hd__mux2_2,5,3
sky130_fd_sc_hd__a211oi_2,0,3
sky130_fd_sc_hd__and2_4,0,3
sky130_fd_sc_hd__nand3_1,6,5
sky130_fd_sc_hd__dfrtp_1,7,7
sky130_fd_sc_hd__nand2b_4,0,3
sky130_fd_sc_hd__nand2b_1,6,4
sky130_fd_sc_hd__a21oi_1,12,8
sky130_fd_sc_hd__nor2_1,28,21
sky130_fd_sc_hd__nor2_4,0,5
sky130_fd_sc_hd__o21ai_0,15,10
sky130_fd_sc_hd__a21oi_2,0,3
sky130_fd_sc_hd__a211oi_1,10,6
sky130_fd_sc_hd__and3_1,6,5
sky130_fd_sc_hd__ha_4,0,5
-- how the worst max path moves through the flow --
stage	start	to	slack (ps)
CTS	icos[1]	round.ouser[1]	-5460
global route	icos[1]	round.ouser[2]	-6010
finish	icos[1]	round.ouser[2]	-5500
Power figures rest on the tool's default switching activity, not on a simulated workload.
