==> flow/design.v <==
module LDL_parity_remove
#(
    parameter  PAR_BYTES   = 4
   ,parameter  DATA_WIDTH  = 256
   ,parameter  FLOW_NUM    = 8
   ,parameter  LENGTH_BITS = 15
)(
    input           clk
   ,input           rst
   ,input           en       
   ,input           eop_in
   ,input           vld_in
   ,input      [LENGTH_BITS -1:0]       leng_in
   ,input      [$clog2(FLOW_NUM) -1:0]  fid_in
   ,input      [DATA_WIDTH  -1:0]       din
   ,output reg [DATA_WIDTH  -1:0]       dout
   ,output reg [LENGTH_BITS -1:0]       leng_out
   ,output reg [$clog2(FLOW_NUM) -1:0]  fid_out
   ,output reg      vld_out
   ,output reg      eop_out
   ,output reg      err
);
localparam  BYTE_NUM = DATA_WIDTH / 8;
reg  [FLOW_NUM -1:0]    sof;
reg  [FLOW_NUM -1:0][LENGTH_BITS -1:0]  length;
always @(posedge clk) begin
    if (rst)begin
        sof      <= '1;
        length   <= '0;
        fid_out  <= '0;
        dout     <= '0;
        leng_out <= '0;
        vld_out  <= '0;
        eop_out  <= '0;
    end
    else begin
        fid_out  <=  fid_in;
        dout     <=  din;
        if (!en) begin
            leng_out <=  leng_in;
            vld_out  <=  vld_in;
            eop_out  <=  eop_in;
        end
        else if (vld_in) begin
            leng_out <=  leng_in - PAR_BYTES;
            sof   [fid_in]  <=  sof[fid_in] ? 0 : eop_in;
            length[fid_in]  <=  sof[fid_in] ? (leng_in - BYTE_NUM) : (length[fid_in] - BYTE_NUM);
            eop_out  <=  sof[fid_in] ? 0 : (length[fid_in] <= (BYTE_NUM + PAR_BYTES) );
            vld_out  <=  eop_in ? (length[fid_in] > PAR_BYTES) : 1;
        end
        else begin
            vld_out  <=  0;
            eop_out  <=  0;
        end
    end
end
endmodule  
==> flow/run.sh <==
#!/bin/bash
# OpenROAD 26Q1-2900-gdf79404cd8, Yosys 0.63+post, stock flow scripts
make -C /OpenROAD-flow-scripts/flow DESIGN_CONFIG=/design/flow/config.mk WORK_HOME=/design/flow/orfs finish
==> flow/config.mk <==
export PLATFORM = sky130hd
export DESIGN_NAME = LDL_parity_remove
export DESIGN_NICKNAME = LDL_parity_remove
export VERILOG_FILES = /design/flow/design.v
export SDC_FILE = /design/flow/constraint.sdc
export NUM_CORES = 4
export LEC_CHECK = 1
export CORE_AREA = 10 10 288 288
export DIE_AREA = 0 0 298 298
==> flow/constraint.sdc <==
current_design LDL_parity_remove

set clk_period 6.4
set clk_io_pct 0.2

create_clock -name clk0 -period $clk_period [get_ports {clk}]

set non_clock_inputs [all_inputs -no_clocks]
set_input_delay [expr $clk_period * $clk_io_pct] -clock clk0 $non_clock_inputs
set_output_delay [expr $clk_period * $clk_io_pct] -clock clk0 [all_outputs]
==> summary.txt <==
run results: r2r startpoint sof[4], Yosys chip area 14100 um2, critical-path cell list clkdlybuf4s50_1 > buf_4 > mux4_2 > mux2i_1 > o21ai_1 > inv_1 > ha_1 > nand4_1 > a211oi_4 > nand4_1 > a32oi_1 > nor2_1, Critical Path Max Stage Delay 960 ps, crit path DRT 6830 ps, Post-Syn Area per Cell 10.4 um2, total grt overflow 0, TritonCTS Buffers 46, period utilization 0.744, largest net degree at the start of global routing 151, critical path arrival 5190 ps, reg2reg end length[43], WL/cell 17.9 um, Fin Setup TNS 0 ps, startpoint types input port, Worst Setup SP fid_in[2], cts hold-fix bufs 0, Critical Path End length[43], IO Port Bufs 554, clock root buffer clkbuf_16, top cells, area dfxtp_1, nor2b_1, mux4_2, top_reg_cell synth dfxtp_1, CTS tree yes, boundary pin count 556, routability-driven placement congestion ratio 0.919, final routed DRC violation total 0, fmax 210 MHz, Crit Path Category in -> reg, detailed placement HPWL 39600 um, path length in cells of the critical path 12, Floorplan Utilization 0.184, slowest library cell on the worst path clkdlybuf4s50_1, worst-path fanout max 12, worst reg2reg path depth 11, slew at the pin with the worst max-slew slack 940 ps, via count 12.0k, die height 298 um, post-synthesis cell count 1359, die extent in x 298 um, Tool Warnings 37, slew margin rel. 0.372, vias in the first global route 12.5k, area of the core 76300 um2, RSZ-0062 raised after global routing false, Total Routing Usage GR 0.116, layout cells sized above 1 0.0749, initial antenna violation count 6, Final Hold Vio Count 0, flops & latches, synth 404, CTS-repair resized insts 0, final wirelength 52900 um, area share, top type 0.575, initial DRC count 698, Late-Pin Clk Latency 580 ps, Setup violations, final 0, deepest clock path buffer count 3, most common cell in the netlist dfxtp_1, area delta synth->final 58.5%, Buf/Inv on CP 3, Slew Limit Fails 0, Rows 101, top cells by count, synth dfxtp_1, nor2b_1, nor2_1, crit end category flip-flop, first-pass GRT wire length 78500 um, crit path time final 4760 ps, Tightest Hold Check Type reg -> reg, die area 88800 um2, 1st-pass router iterations 5, clk sink count 404, postcts setup bufs 0, Synth Seq Share 0.575, Pwr Total 0.00610 W, Synth area leader dfxtp_1, antenna-violating nets left 0, Worst path most repeated cell nand4_1, P_leak 8.17 nW, pwr dens 274 nW/um2, status finished clean, clk_skew 25.3 ps, ys async rst share 0, # Cells Yosys 1359, Yosys warnings 2, flip-flops with a built-in enable 0, R2R Setup Slk 3150 ps, MaxCap Viol Count 0, VDD IR max 0.175 mV, Mapped Area 14100 um2, Top delay family on crit path buffers and inverters, Reg clk slew, reported paths 60 ps, Synth cell types 58, H-tree levels 2, number of vias per cell 4.05
[worst min path at each step]
stage / to / from / depth (start not counted)
global route: length[71] / length[71] / 2
finish: length[88] / length[88] / 2
CTS: length[88] / length[88] / 2
[state kept, by name, summed over array words and instances (netlist names)]
register  cells
sof           8
leng_out     15
length      120
fid_out       3
vld_out       1
dout        256
eop_out       1
[worst min-delay path, cell delays in order (launching register included)]
cell	delay, ps
dfxtp_1	330
nand2_1	40
o21ai_0	50
[cells by family after synthesis]
kind of cell,count (synthesis),synth area share
other,1,0.000266
multiplexers,67,0.0732
XOR/XNOR,13,0.00915
AND-OR/OR-AND,198,0.0974
adder cells (fa/ha/maj),6,0.00533
AND/OR/NAND/NOR,566,0.209
flip-flops,404,0.575
buffers and inverters,104,0.0308
[per-stage QoR]
| step | hold WS [ps] | utilization | instance area [um2] | instances | setup WS (ps) |
|---|---|---|---|---|---|
| 4_1_cts | 460 | 0.292 | 22300 | 2953 | 1790 |
| 5_1_grt | 481 | 0.292 | 22300 | 2953 | 1480 |
| 3_3_place_gp | 441 | 0.271 | 20700 | 2868 | 1280 |
| 6_report | 457 | 0.292 | 22300 | 2954 | 1640 |
| 2_1_floorplan | 421 | - | 14100 | 1359 | 2310 |
| 3_5_place_dp | 446 | 0.271 | 20700 | 2868 | 1180 |
[placed cells by master (no fill, tap or decap), types with 14 or more instances in the layout]
cell	instances
a211oi_1	14
nor2b_1	261
nor3_1	18
a32oi_1	15
clkbuf_16	47
nand3_1	19
a22oi_1	50
a21oi_1	48
mux4_2	27
clkdlybuf4s50_1	552
nor2_1	158
dfxtp_1	404
o21ai_0	24
mux2i_1	31
nand2_1	69
[final cells by class]
type	count	area (um2)
Multi-Input combinational cell	851	5560
Clock inverter	20	280
Fill cell	7813	54000
Timing Repair Buffer	569	5680
Tap cell	1030	1290
Inverter	14	52.6
Clock buffer	65	1360
Sequential cell	404	8090
Antenna cell	1	2.50
[report_power, final]
group	switching (W)	leakage, nW	total, W	internal [W]
Clock	0.00107	0.819	0.00280	0.00173
Sequential	0.0000341	3.33	0.00266	0.00262
Combinational	0.000245	4.02	0.000641	0.000396
[layer usage]
metal / part of all wire / routed length [um] / up-vias / global-route usage
met4: 0.025 / 1330 / 8 / 0.0244
met1: 0.37 / 19700 / 5641 / 0.131
li1: - / - / 5662 / -
met2: 0.49 / 26200 / 559 / 0.200
met3: 0.11 / 5660 / 100 / 0.0505
met5: 0.0010 / 53 / - / 0
Power and IR drop assume default switching activity.
